**design/flow/design.v**
```verilog
`timescale 1ns / 1ps
module alu_core(
    input clock,
    input reset,
    input [4:0] alu_opcode,
    input [7:0] op_in_1,  
    input [7:0] op_in_2,  
    input carry_in,     
    input aux_carry_in, 
    input bit_in,          
    output reg overflow_out,
    output reg aux_carry_out,
    output reg carry_out,
    output reg [7:0] op_out_1,
    output reg [7:0] op_out_2   
    );
initial begin
    overflow_out = 1'b0;
    aux_carry_out = 1'b0;
    carry_out = 1'b0;
    op_out_1=8'h00;
    op_out_2=8'h00;
end 
always @(alu_opcode or op_in_1 or op_in_2)
begin 
    if(reset) begin
        overflow_out = 1'b0;
        aux_carry_out = 1'b0;
        carry_out = 1'b0;
        op_out_1=8'h00;
        op_out_2=8'h00;
    end
    else if (alu_opcode ==5'b00001) begin
        {op_out_2,op_out_1} = {op_in_2,op_in_1} + 1;
    end
   else if(alu_opcode == 5'b00010) begin
            op_out_1 = op_in_1 - 8'h01;
   end
   else if (alu_opcode ==  5'b00011) begin
        {aux_carry_out,op_out_1[3:0]} = op_in_1[3:0] + op_in_2[3:0];
        {carry_out,op_out_1[7:4]}= op_in_1[7:4] + op_in_2[7:4] + aux_carry_out;
        overflow_out = op_out_1[7]^op_out_1[6];
   end  
   else if (alu_opcode == 5'b00100) begin    
        {aux_carry_out,op_out_1[3:0]} = op_in_1[3:0] + op_in_2[3:0] + carry_in;
        {carry_out,op_out_1[7:4]}= op_in_1[7:4] + op_in_2[7:4] + aux_carry_out;
        overflow_out = op_out_1[7]^op_out_1[6];
   end 
   else if (alu_opcode ==5'b00101) begin
        {aux_carry_out, op_out_1[3:0]} = op_in_1[3:0] - op_in_2[3:0];
        {carry_out, op_out_1[7:4]}= op_in_1[7:4] - op_in_2[7:4] - aux_carry_out;
        overflow_out = op_out_1[7]^op_out_1[6];         
   end
    else if(alu_opcode == 5'b01111) begin
            op_out_1 = op_in_1 | op_in_2;
            carry_out = carry_in | bit_in;
    end
    else if(alu_opcode == 5'b10000) begin
            op_out_1 = op_in_1^op_in_2;
    end
    else if( alu_opcode == 5'b10001) begin
            op_out_1 = op_in_1 & op_in_2;
            carry_out = carry_in | bit_in;
    end
    else begin
        op_out_1 = 8'h00;
        op_out_2 = 8'h00;
    end
end
endmodule
```
**design/flow/run.sh**
```bash
#!/bin/bash
# OpenROAD 26Q1-2900-gdf79404cd8, Yosys 0.63+post, stock flow scripts
make -C /OpenROAD-flow-scripts/flow DESIGN_CONFIG=/design/flow/config.mk WORK_HOME=/design/flow/orfs finish
```
**design/flow/config.mk**
```make
export PLATFORM = sky130hd
export DESIGN_NAME = alu_core
export DESIGN_NICKNAME = alu_core
export VERILOG_FILES = /design/flow/design.v
export SDC_FILE = /design/flow/constraint.sdc
export NUM_CORES = 4
export LEC_CHECK = 1
export CORE_UTILIZATION = 30
```
**design/flow/constraint.sdc**
```tcl
current_design alu_core

set clk_period 7.8
set clk_io_pct 0.2

create_clock -name clk0 -period $clk_period

set non_clock_inputs [all_inputs -no_clocks]
set_input_delay [expr $clk_period * $clk_io_pct] -clock clk0 $non_clock_inputs
set_output_delay [expr $clk_period * $clk_io_pct] -clock clk0 [all_outputs]
```
==> results.toml <==
# flow metrics
[power_and_ir_drop]
sw_frac_of_total_pct = 54.3
powerDensity_nw_per_um2 = 60.1
p_int_uw = 79.9
p_leak_uw = 0.00119
seq_power_share_pct = 2.4
peakVddDrop_mv = 0.0208
combPwrFrac_pct = 97.6
switching_power_uw = 94.8
clockPowerShare_pct = 0

[global_route]
gr-usage-met3_pct = 2.19
busiest_layer = "met2"
grt_overflow_total = 0
grt_max_degree = 23
use_met1_pct = 26.9
grt_pass1_vias = 2401
grt_use_total_pct = 17.5
antenna_found_initial = 0
grt_pass1_wl_um = 11800
groute.layer.met2.usage_pct = 27.9

[placement]
globalplace.congestion = 0.899
place_ws_ns = 0.574
numPortBuffers = 43
dp_hpwl_um = 5840

[synthesis]
syn_avg_cell_area_um2 = 7.05
yosysWarnings = 1
syn_area_um2 = 2420
edf_count = 0
syn_inst = 343
synth_cell_types = 51
ff_type = "dlxtn_1"
synth_area_leader_cell = "ha_1"
ys_chip_area_um2 = 2420
top_area_share_pct = 17.6
yosysCellCount = 343
async_flop_share_pct = 0
area_leaders = "ha_1 (18%), xnor2_1 (13%), dlxtn_1 (6.8%)"
ys.flops = 11

[drt]
wire_per_inst_um = 14.9
drc = 0
antennaDiodeCount = 0
wirelength_um = 7050
drt_iter0_markers = 220
num_vias = 2484
via_per_inst = 5.25
ant_nets = 0
firstDrtPassIters = 4

[outcome]
status = "completed"

[final_timing]
period_needed_ns = 7.21
untimed_endpoints = 22
maxSlewHeadroom_pct = 44.0
worstMarginPinSlew_ns = 0.838
timing.fmax_mhz = 139
unclocked_pins = 11
period_used_pct = 92.4
fin_tns_setup_ns = 0
finalHoldViolations = 0
setup_violations = 0
finalMaxSlewViolations = 0
worst_slack_ns = 0.593
grt_setup_unrepaired = "false"

[critical_path]
crit_type = "in -> out"
cp_max_fo = 8
critPathRequiredTime_ns = 6.24
cp-start-kind = "input port"
worst-endpoint-arrival_ns = 5.65
max_stage_delay_ns = 0.59
cp_cell_sequence = "clkdlybuf4s50_1, inv_1, ha_1, inv_1, fa_1, a21oi_1, o21bai_1, fa_1, inv_1, ha_1, o21ai_0, nand2_1, xor2_1, a221oi_1, a2bb2oi_1, o221ai_1, clkdlybuf4s50_1"
cp-end-kind = "output port"
worst-path-buf-inv = 5
cp_top_family = "buffers and inverters"
cp_slowest_cell = "clkdlybuf4s50_1"
timing.critical_path.mode_cell = "inv_1"

[floorplanning]
fp-utilization_pct = 31.1
die_area_um2 = 8420
die_h_um = 91.8
core_um2 = 7770
rows = 32
dieWidth_um = 91.8
io_pins = 45

[worst_hold_path]
worstHoldPathType = "in -> out"

[cts]
ctsResizeCount = 0
postCtsSetupBuffers = 0
postCtsHoldBufs = 0

[final_layout]
n_fill_cell = 825
mi_logic_area_um2 = 2090
register_area_um2 = 165
drive_above_1_share_pct = 1.35
lay_top_cells = "clkdlybuf4s50_1 (43), nor2_1 (37), xnor2_1 (36)"
synthToLayoutAreaGrowth_pct = 20.2
mostFrequentLayoutCell = "clkdlybuf4s50_1"

[job]
warnings = 50
drv_cap = 0
==> metrics by stage <==
step	cells	total power (uW)	hold slack, ns	util [%]	cell area (um^2)
after detailed placement	473	174	4.41	37.4	2910
after floorplan	343	118	3.15	-	2420
after CTS	473	174	4.41	37.4	2910
after global placement	473	174	4.42	37.4	2910
final	473	175	4.39	37.4	2910
after global routing	473	194	4.47	37.4	2910
==> logic make-up (layout without fill, tap and decap cells) <==
logic type	count (synthesis)	after routing	synth area share, %
multiplexers	6	6	2.48
XOR/XNOR	44	44	15.9
latches	11	11	6.83
AND/OR/NAND/NOR	121	121	24.5
adder cells (fa/ha/maj)	39	39	21.7
AND-OR/OR-AND	82	82	21.6
buffers and inverters	40	68	6.88
==> registers in the layout (all words and copies together) (netlist names) <==
name,count
carry_out,1
aux_carry_out,1
op_out_2,8
overflow_out,1
==> synthesized netlist by cell type (all sizes together) (7+ instances only) <==
cell type	number
nor2	38
xnor2	36
ha	34
nand2	26
o21ai	25
inv	24
nand3	21
a21oi	20
dlxtn	11
buf	8
clkbuf	8
xor2	8
nor3	7
==> power groups by stage <==
stage / Sequential [uW] / Combinational (uW) / Clock, uW
final: 4.15 / 170 / 0
after global routing: 4.35 / 189 / 0
after CTS: 4.16 / 170 / 0
==> area by class of cell <==
cell class              instances  area share [%]
inverters                      24            3.10
flip-flops and latches         11            5.68
repair buffers                 44            15.1
well taps                     102            4.39
multi-input cells             292            71.8
==> routing by layer <==
layer,wire [um],up-vias
li1,-,1258
met1,3460,1141
met2,3110,85
met3,477,0
met4,0,0
met5,0,-
==> final timing paths <==
| kind | slack [ns] | from | cells after the start | endpoint |
|---|---|---|---|---|
| hold / removal | 4.39 | op_in_1[0] | 3 | op_out_1[0] |
| setup / recovery | 0.59 | op_in_1[0] | 17 | op_out_1[7] |
No activity file was given, so power comes from the tool's default toggle rates.
