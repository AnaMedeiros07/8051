**design/flow/config.mk**
```make
export PLATFORM = sky130hd
export DESIGN_NAME = timer
export DESIGN_NICKNAME = timer
export VERILOG_FILES = /design/flow/design.v
export SDC_FILE = /design/flow/constraint.sdc
export NUM_CORES = 4
export LEC_CHECK = 1
export CORE_UTILIZATION = 30
```
**design/flow/constraint.sdc**
```tcl
current_design timer

set clk_period 4.1
set clk_io_pct 0.2

create_clock -name clk0 -period $clk_period [get_ports {clock}]

set non_clock_inputs [all_inputs -no_clocks]
set_input_delay [expr $clk_period * $clk_io_pct] -clock clk0 $non_clock_inputs
set_output_delay [expr $clk_period * $clk_io_pct] -clock clk0 [all_outputs]
```
**design/flow/design.v**
```verilog
`timescale 1ns / 1ps
module timer(
    input clock,
    input reset,
    input [7:0]  wr_addr,
    input [7:0]  data_in,
    input wr,
    input wr_bit,         
    input [7:0] tcon,
    output reg [7:0] tmod,
    output reg [7:0] tl0,
	output reg [7:0] th0,
    output reg tf0
    );
wire tc0_add;
assign tc0_add = (tcon[4] & (!tcon[1]));  
always @(posedge clock)
begin
 if (reset) begin
   tf0 = 1'b0;
   th0= 8'h00;
   tl0 = 8'h00;
   tmod = 8'h00;
 end
 else if ((wr) & !(wr_bit) & (wr_addr==8'h89))begin
    tmod =data_in;  
 end
 else if ((wr) & !(wr_bit) & (wr_addr==8'h8a)) begin
   tl0 =  data_in;
   tf0 = 1'b0;
 end else if ((wr) & !(wr_bit) & (wr_addr==8'h8c)) begin
   th0 =  data_in;
   tf0 =  1'b0;
 end else begin
     case (tmod[1:0]) 
        2'b00: begin                        
        if (tc0_add)
          {tf0, th0,tl0[4:0]} = {1'b0, th0, tl0[4:0]}+ 1'b1;
      end
        2'b01: begin                        
        if (tc0_add)
          {tf0, th0,tl0} = {1'b0, th0, tl0}+ 1'b1;
      end
      2'b10: begin                        
        if (tc0_add) begin
	    if (tl0 == 8'b11111111) begin
            tf0 = 1'b1;
            tl0 =th0;
           end
          else begin    
            tl0 =tl0 + 8'h1;
            tf0 = 1'b0;
          end
	end
      end
       2'b11: begin                        
        if (tc0_add)
           {tf0, tl0} =  {1'b0, tl0} +1'b1;
       end
       default:begin
        tf0 = 1'b0;
       end
    endcase
 end
end
endmodule
```
**design/flow/run.sh**
```bash
#!/bin/bash
# OpenROAD 26Q1-2900-gdf79404cd8, Yosys 0.63+post, stock flow scripts
make -C /OpenROAD-flow-scripts/flow DESIGN_CONFIG=/design/flow/config.mk WORK_HOME=/design/flow/orfs finish
```
==> flow_metrics.env <==
# yosys + openroad results
export IMPL_io_pins=53
export IMPL_gp_congestion=0.889
export IMPL_wl_per_cell_um=16.4
export IMPL_firstDrtPassIters=4
export IMPL_status="finished clean"
export IMPL_post_route_cells_drive_above_1_share_pct=7.51
export IMPL_synth_main_ff_cell="dfxtp_1"
export IMPL_syn_cell_area_um2=1770
export IMPL_drc=0
export IMPL_antenna_cells=0
export IMPL_fmax_ghz=0.347
export IMPL_grt_max_degree=26
export IMPL_synth_area_leader_cell="dfxtp_1"
export IMPL_viasPerCell=5.63
export IMPL_yosys_stat_cells=214
export IMPL_antenna_found_initial=0
export IMPL_portBuffers=46
export IMPL_synth_cell_types=52
export IMPL_dp_slack_ps=909
export IMPL_detail_route_antenna_nets=0
export IMPL_cp_max_fo=4
export IMPL_post_cts_setup_buffers=0
export IMPL_setup_viol=0
export IMPL_worstPathRequired_ps=4300
export IMPL_grt_overflow=0
export IMPL_warning_count=31
export IMPL_root_buffer="clkbuf_8"
export IMPL_vias=1831
export IMPL_final_min_clock_period_ps=2880
export IMPL_hold_class="reg -> reg"
export IMPL_cp_startpoint="wr_addr[5]"
export IMPL_ys_flops=25
export IMPL_fp_utilization_pct=31.5
export IMPL_fill_cells=594
export IMPL_top_cells_by_area="dfxtp_1 (28%), mux2i_1 (5.1%), nor2_1 (4.9%), a211oi_1 (3.8%), a21oi_1 (3.1%)"
export IMPL_slew_violations=0
export IMPL_clk_pin_slew_ps=100
export IMPL_syn2layout_area_growth_pct=31.4
export IMPL_period_used_pct=70.3
export IMPL_setup_worst_path_class="in -> reg"
export IMPL_clockBufferDepth=2
export IMPL_worst_pin_slew_ps=754
export IMPL_start_kind="primary input"
export IMPL_yosys_area_top_type_share_pct=28.3
export IMPL_holdWs_ps=508
export IMPL_dieHeight_um=78.7
export IMPL_final_setup_worst_slack_ps=1220
export IMPL_yosysChipArea_um2=1770
export IMPL_power_uw=480
export IMPL_p_leak_nw=0.793
export IMPL_finalHoldViolations=0
export IMPL_cap_viol_max_count=0
export IMPL_fin_skew_ps=9.80
export IMPL_clock_sinks=25
export IMPL_dp_hpwl_um=3980
export IMPL_syn_inst=214
export IMPL_tns_ps=0
export IMPL_edf_count=0
export IMPL_relSlewSlack_pct=49.6
export IMPL_power_density_nw_per_um2=207
export IMPL_die_x_um=78.7
export IMPL_clk_latency_ps=280
export IMPL_h_tree_depth=1
export IMPL_postSynthSeqShare_pct=28.3
export IMPL_rsz0062_at_grt="no"
export IMPL_grt_pass1_wl_um=8410
export IMPL_synthArstFlopShare_pct=0
export IMPL_cp_end_kind="flip-flop"
export IMPL_yosys_warnings=1
export IMPL_r2r_end="tl0[1]$_SDFFE_PP0P_"
export IMPL_dr_first_iter_drc_count=192
export IMPL_coreArea_um2=5610
export IMPL_postCtsHoldBufs=0
export IMPL_vdd_drop_max_mv=0.162
export IMPL_wl_um=5320
export IMPL_post_route_util_pct=41.4
export IMPL_reg2reg_from="tl0[0]$_SDFFE_PP0P_"
export IMPL_arrival_ps=3080
export IMPL_avgSynthCellArea_um2=8.26
export IMPL_grt_pass1_vias=1664
export IMPL_grt_usage_pct=17.8
export IMPL_cts_resized=0
export IMPL_cts_buffers=3
export IMPL_fp_dieArea_um2=6200
export IMPL_row_count=27
export IMPL_tritoncts="built"
export IMPL_worstSetupEndpoint="th0[2]$_SDFFE_PP0P_"
export IMPL_reg2reg_setup_slack_ps=1970
export IMPL_rr_worst_depth=6
==> how the worst min path moves through the flow <==
stage	to	slack, ps	start	cells after the start
CTS	tmod[3]$_SDFFE_PP0N_	520	tmod[3]$_SDFFE_PP0N_	2
finish	tmod[3]$_SDFFE_PP0N_	510	tmod[3]$_SDFFE_PP0N_	2
global route	tmod[6]$_SDFFE_PP0N_	540	tmod[6]$_SDFFE_PP0N_	2
==> registers in the layout (all words and copies together) (netlist names) <==
name,flops
th0,8
tl0,8
tmod,8
tf0,1
==> per-stage QoR <==
step | cells | area, um^2
after floorplan | 214 | 1770
final | 325 | 2320
after global routing | 325 | 2320
after detailed placement | 321 | 2270
after CTS | 325 | 2320
after global placement | 321 | 2270
==> cells by family (layout without fill, tap and decap cells) <==
family | Yosys count | after routing | share of synthesized area, %
muxes | 12 | 12 | 7.01
and+or+nand+nor | 85 | 85 | 26.9
buffers and inverters | 23 | 62 | 5.81
DFF | 25 | 25 | 28.3
xor gates and xnor gates | 8 | 8 | 3.97
AOI/OAI and AO/OA | 60 | 60 | 27.3
adders and majority gates | 1 | 1 | 0.708
==> power by group <==
group          switching [mW]  internal [mW]
combinational          0.0357         0.0368
sequential            0.00396          0.246
clock                  0.0870         0.0714
==> worst max-delay path: stages <==
cell	delay, ps
clkdlybuf4s50_1	460
or4b_4	600
o41ai_1	670
a211oi_1	130
xnor2_1	160
a211oi_1	240
==> layer usage <==
metal | track usage (%) | vias up | part of all wire (%)
li1 | - | 908 | -
met1 | 27.1 | 872 | 48
met2 | 27.7 | 49 | 46
met3 | 3.15 | 2 | 5.4
met4 | 1.30 | 0 | 0.30
met5 | 0 | - | 0
==> final cells by class <==
class | instances | area [um^2] | area share [%]
clock inverter | 1 | 8.76 | 0.377
multi-input combinational | 166 | 1160 | 50.1
sequential | 25 | 500 | 21.6
inverter | 9 | 33.8 | 1.46
tap | 72 | 90.1 | 3.88
timing repair buffer | 49 | 483 | 20.8
clock buffer | 3 | 41.3 | 1.78
==> cell usage after synthesis (all sizes together), types with 4 or more instances <==
library cell,number
dfxtp,25
nor2,23
a21oi,11
nand2,11
nand3,10
a211oi,9
inv,9
mux2i,9
buf,7
clkbuf,7
nand4,6
nor3,6
xnor2,6
a211o,5
and4,5
nor2b,5
nor4,4
o2111ai,4
o21ai,4
o32ai,4
==> layout by cell type (no fill, tap or decap), types with 2 or more instances in the layout <==
cell type        count
clkdlybuf4s50_1     46
dfxtp_1             25
nor2_1              23
nand2_1             11
a21oi_1             11
nand3_1             10
mux2i_1              9
inv_1                9
a211oi_1             9
nand4_1              6
xnor2_1              6
nor3_1               6
nor2b_1              5
and4_1               5
a211o_1              5
o32ai_1              4
o21ai_0              4
nor4_1               4
o2111ai_1            4
o211ai_1             3
mux2_2               3
o41ai_1              3
clkbuf_8             3
buf_4                3
a31oi_1              2
nand3b_1             2
nand2b_1             2
and3_1               2
a221oi_2             2
or2_2                2
xor2_1               2
or3_1                2
a22oi_1              2
a311oi_1             2
Power is estimated from default activity; no workload was simulated.
