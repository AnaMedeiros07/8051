`flow/run.sh`:
```
#!/bin/bash
# OpenROAD 26Q1-2900-gdf79404cd8, Yosys 0.63+post, stock flow scripts
make -C /OpenROAD-flow-scripts/flow DESIGN_CONFIG=/design/flow/config.mk WORK_HOME=/design/flow/orfs finish
```
`flow/config.mk`:
```
export PLATFORM = sky130hd
export DESIGN_NAME = memory_ram
export DESIGN_NICKNAME = memory_ram
export VERILOG_FILES = /design/flow/design.v
export SDC_FILE = /design/flow/constraint.sdc
export NUM_CORES = 4
export LEC_CHECK = 1
export CORE_UTILIZATION = 50
```
`flow/design.v`:
```
`timescale 1ns / 1ps
module memory_ram
#(parameter DATA_WIDTH =256 , parameter ADDRESS_WIDTH = 8, parameter INIT_FILE = "init_ram")
(
    input clock,
    input reset,
    input [(ADDRESS_WIDTH-1):0] addr, 
    input rd,  
    input wr,  
    input [7:0] in_data, 
    input in_bit,  
    input is_bit,  
    output reg [7:0] out, 
    output reg out_bit
);
integer i;
reg [7:0] mem_word;
reg [7:0] aux_addr_bit;  
reg  [(ADDRESS_WIDTH-1):0] Memory [0:256];  
wire write,writebitSFR,writebit,read,readbitSFR, readbit;
assign write = ( wr &&  !rd && !is_bit )                                        ?1'b1:1'b0;  
assign writebitSFR = ( wr && !rd && is_bit&&(addr >= 8'h80 && addr<=8'hFF) && 
        ((addr[3:0]- addr[2:0]) == 8'h8 || addr[3:0] <= 8'h07) )       ?1'b1:1'b0;  
assign writebit = ( wr && !rd && is_bit && (addr>=8'h20 && addr<=8'h2F))      ?1'b1:1'b0;  
assign read = (rd && !wr && !is_bit )                                          ?1'b1:1'b0;  
assign readbitSFR  = (rd && !wr && is_bit && ((addr >= 8'h80 && addr<=8'hFF) && 
        ((addr[3:0]- addr[2:0]) == 8'h8 || addr[3:0] <= 8'h07) ))      ?1'b1:1'b0;  
assign readbit  = (rd && !wr && is_bit && addr>=8'h20 && addr<=8'h2F)        ?1'b1:3'b0;  
initial begin
    for ( i = 0; i<=256;i= i+1) 
        Memory[i] = 8'h00;
end
always @( posedge clock )
begin
        if (write)begin  
            Memory[addr] = in_data;
        end
        else if(writebit)begin  
            mem_word = Memory [ addr/8 + 8'h20]; 
            mem_word[addr[2:0]] = in_bit;
            Memory[addr/8 + 8'h20] = mem_word;
        end
        else if(writebitSFR)begin  
            aux_addr_bit ={addr[7:3],3'b000};
            mem_word = Memory[aux_addr_bit];    
            mem_word [addr[2:0]] = in_bit;
            Memory[{addr[7:3],3'b000}] = mem_word;
        end
        else if (read )begin
            out = Memory[addr];
        end
        else if (readbit) begin  
            mem_word = Memory [addr/8+ 8'h20];  
            out_bit = mem_word[addr%8];
        end
        else if( readbitSFR)begin  
             aux_addr_bit ={addr[7:3],3'b000};
             mem_word = Memory [aux_addr_bit];
             out_bit = mem_word[addr[2:0]];
        end
end
endmodule
```
`flow/constraint.sdc`:
```
current_design memory_ram

set clk_period 12.5
set clk_io_pct 0.2

create_clock -name clk0 -period $clk_period [get_ports {clock}]

set non_clock_inputs [all_inputs -no_clocks]
set_input_delay [expr $clk_period * $clk_io_pct] -clock clk0 $non_clock_inputs
set_output_delay [expr $clk_period * $clk_io_pct] -clock clk0 [all_outputs]
```
==> results.sh <==
# physical design summary
export IMPL_grt_pass1_wl_mm=1010
export IMPL_avgSynthCellArea_sq_um=14.3
export IMPL_hpwl_mm=488
export IMPL_gp_congestion=1.43
export IMPL_fp_dieW_um=417
export IMPL_ys_flops=2057
export IMPL_rows=151
export IMPL_yosysTopAreaCell="edfxtp_1"
export IMPL_synthDistinctLibCells=82
export IMPL_synth_warnings=2
export IMPL_simple_gate_area_share_pct=9.36
export IMPL_initial_core_util_pct=50.6
export IMPL_ys_seq_share_pct=71.8
export IMPL_cts_root_buffer="clkbuf_16"
export IMPL_first_global_vias=98000
export IMPL_ff_type="edfxtp_1"
export IMPL_die_h_um=417
export IMPL_cts_buffers=206
export IMPL_topCombFamilyByArea="AND-OR/OR-AND gates"
export IMPL_synth_stat_cells=5993
export IMPL_run_status="did not finish"
export IMPL_post_cts_buffers=0
export IMPL_h_tree_depth=4
export IMPL_async_flop_share_pct=0
export IMPL_cts_buffer_depth=3
export IMPL_holdBufCountCts=0
export IMPL_stop_error="[ERROR GRT-0116] Global routing finished with congestion. Check the congestion regions in the DRC Viewer."
export IMPL_yosys_area_sq_mm=0.0860
export IMPL_aoi_share_pct=15.4
export IMPL_clkSinkCount=2057
export IMPL_edf_count=2057
export IMPL_synth_cell_area_sq_mm=0.0860
export IMPL_syn_inst=5993
export IMPL_haltStage="global routing (5_1_grt)"
export IMPL_mux_area_share_pct=0.997
export IMPL_synth_most_common_cell="edfxtp_1"
export IMPL_top_area_share_pct=71.8
export IMPL_gr_total_overflow=4282
export IMPL_ys_sh_adder_pct=0.0582
export IMPL_cts_repair_resize_count=0
export IMPL_grt_max_degree=77
export IMPL_dp_cells=8560
export IMPL_io_pins=31
export IMPL_common_cells="edfxtp_1 (2057), a22oi_1 (502), nor2_1 (410)"
export IMPL_io_buffers=29
export IMPL_xor_share_pct=0
export IMPL_grt_usage_pct=95.6
export IMPL_topCellsByArea="edfxtp_1 (72%), a22oi_1 (4.4%), a32oi_1 (2.1%)"
-- logic make-up after synthesis --
kind of cell,Yosys count
mux,80
compound gates,1802
buf+inv,503
fa+ha+maj,4
flops,2057
simple gates,1547
-- per-stage QoR --
step | cell area, sq um | setup slack [ns] | hold slack [ns]
CTS | 101000 | 3.91 | 0.604
detailed placement | 94400 | 3.04 | 0.565
global placement | 94400 | 3.06 | 0.565
floorplan | 86000 | 2.41 | 0.553
-- per-layer routing --
layer  GRT overflow  track usage [%]
met5             90             85.5
met4            863             93.2
met3            846             93.1
met2           1716              101
met1            767             94.3
